## flow/design.v

```verilog
`timescale 1ns / 1ps
module polyphase_filter #(
    parameter  COEFF_FILE     = "decim_coeffs.mem",  
    parameter int DATA_WIDTH        = 16,
    parameter int COEFF_WIDTH       = 16,
    parameter int PHASES            = 8,    
    parameter int TAPS_PER_PHASE    = 16,
    parameter bit IS_DECIMATION     = 0     
)(
    input  logic                        clk,
    input  logic                        rst_n,  
    input  logic                        valid_i,
    input  logic [DATA_WIDTH-1:0]       data_i,
    output logic                        valid_o,
    output logic [DATA_WIDTH-1:0]       data_o
);
    localparam int GAIN_BITS = $clog2(PHASES);
    localparam int TOTAL_TAPS = PHASES * TAPS_PER_PHASE;
    logic signed [COEFF_WIDTH-1:0] coeff_rom [0:TOTAL_TAPS-1];
    initial begin
        $readmemh(COEFF_FILE, coeff_rom);
    end
    int phase_counter;
    logic signed [DATA_WIDTH-1:0]       a_reg [0:TAPS_PER_PHASE-1];  
    logic signed [COEFF_WIDTH-1:0]      b_reg [0:TAPS_PER_PHASE-1];  
    logic signed [2*DATA_WIDTH-1:0]     p_reg [0:TOTAL_TAPS-1];
    logic signed [2*DATA_WIDTH-1:0]     product_sum;
    typedef enum logic [1:0] {IDLE, GAP, PULSE} state_t;
    state_t state;
    logic active_cycle;
    always_ff @(posedge clk or negedge rst_n) begin
        if (!rst_n) begin
            valid_o         <= 1'b0;
            data_o          <= '0;
            phase_counter   <= 0;
            state           <= IDLE;
            product_sum     <= '0;
            active_cycle    <= 1'b0;
            for (int i = 0; i < TAPS_PER_PHASE; i++) a_reg[i] <= '0;
            for (int i = 0; i < TAPS_PER_PHASE; i++) b_reg[i] <= '0;
            for (int i = 0; i < TOTAL_TAPS; i++)     p_reg[i] <= '0;
        end else begin
            valid_o <= 1'b0;
            active_cycle <= 1'b0;
            if (!IS_DECIMATION) begin
                case (state)
                    IDLE: begin
                        phase_counter <= 0;
                        if (valid_i) begin
                            active_cycle    <= 1'b1;  
                            phase_counter   <= 1;     
                            state           <= GAP;
                        end
                    end
                    GAP: begin
                        active_cycle <= 1'b0;  
                        state        <= PULSE;
                    end
                    PULSE: begin
                        active_cycle <= 1'b1;
                        if (phase_counter == PHASES - 1) begin
                            state           <= IDLE;
                            phase_counter   <= 0;
                        end else begin
                            phase_counter   <= phase_counter + 1;
                            state           <= GAP;
                        end
                    end
                endcase
                if (active_cycle) begin
                    valid_o <= 1'b1;
                    for (int m = 0; m < PHASES; m++) begin
                        for (int t = 0; t < TAPS_PER_PHASE; t++) begin
                            int current_p;
                            if (state == IDLE) current_p = 0; 
                            else current_p = phase_counter;  
                            if (current_p == 0) begin
                                a_reg[t] <= $signed(data_i);
                            end
                            b_reg[t] <= coeff_rom[t*PHASES + current_p];
                            if (t == TAPS_PER_PHASE - 1) begin
                                p_reg[t*PHASES + (PHASES-1)] <= a_reg[t] * b_reg[t];
                            end else begin
                                p_reg[t*PHASES + (PHASES-1)] <= (a_reg[t] * b_reg[t]) + p_reg[(t+1)*PHASES];
                            end
                            if (m < PHASES - 1) begin
                                p_reg[t*PHASES + m] <= p_reg[t*PHASES + m + 1];
                            end
                        end
                    end
                    data_o <= p_reg[0][2*DATA_WIDTH-2-GAIN_BITS -: DATA_WIDTH];
                end
            end 
            else begin 
                if (valid_i) begin
                    active_cycle <= 1'b1;
                    if (phase_counter > 0) 
                        phase_counter <= phase_counter - 1;
                    else 
                        phase_counter <= PHASES - 1;
                end
                if (active_cycle) begin
                    int current_p;
                    if (phase_counter == PHASES - 1) current_p = 0; 
                    else current_p = phase_counter + 1;
                    for (int m = 0; m < PHASES; m++) begin
                        for (int t = 0; t < TAPS_PER_PHASE; t++) begin
                            a_reg[t] <= $signed(data_i);
                            b_reg[t] <= coeff_rom[t*PHASES + phase_counter];
                            if (t == TAPS_PER_PHASE - 1) begin
                                p_reg[t*PHASES + (PHASES-1)] <= a_reg[t] * b_reg[t];
                            end else begin
                                p_reg[t*PHASES + (PHASES-1)] <= (a_reg[t] * b_reg[t]) + p_reg[(t+1)*PHASES];
                            end
                            if (m < PHASES - 1) begin
                                p_reg[t*PHASES + m] <= p_reg[t*PHASES + m + 1];
                            end
                        end
                    end
                    if (phase_counter > 0) begin
                        product_sum <= p_reg[0] + product_sum;
                    end else begin
                        logic signed [2*DATA_WIDTH-1:0] final_val;
                        final_val = p_reg[0] + product_sum;
                        data_o <= final_val[2*DATA_WIDTH-2 -: DATA_WIDTH];
                        valid_o <= 1'b1;
                        product_sum <= '0;
                    end
                end
            end 
        end
    end
endmodule
`timescale 1ns / 1ps
module polyphase_resampler (
    input  logic        clk,
    input  logic        rst_n,
    input  logic        i_valid,
    input  logic signed [15:0] i_data,
    output logic        o_valid,
    output logic signed [15:0] o_data
);
    localparam int DATA_WIDTH = 16;
    localparam int COEFF_WIDTH = 16;
    localparam int L_FACTOR = 2;
    localparam int L_TAPS_TOTAL = 226;
    localparam int L_TAPS_PER_PHASE = L_TAPS_TOTAL / L_FACTOR;  
    localparam int M_FACTOR = 3;
    localparam int M_TAPS_TOTAL = 3;
    localparam int M_TAPS_PER_PHASE = M_TAPS_TOTAL / M_FACTOR;  
    logic signed [DATA_WIDTH-1:0] s1_data;
    logic                         s1_valid;
    polyphase_filter #(
        .COEFF_FILE     ("interp_l2_226.mem"),
        .DATA_WIDTH     (DATA_WIDTH),
        .COEFF_WIDTH    (COEFF_WIDTH),
        .PHASES         (L_FACTOR),         
        .TAPS_PER_PHASE (L_TAPS_PER_PHASE), 
        .IS_DECIMATION  (0)                 
    ) u_upsampler (
        .clk        (clk),
        .rst_n      (rst_n),
        .valid_i    (i_valid),
        .data_i     (i_data),
        .valid_o    (s1_valid),
        .data_o     (s1_data)
    );
    polyphase_filter #(
        .COEFF_FILE     ("decim_m3_pass.mem"),
        .DATA_WIDTH     (DATA_WIDTH),
        .COEFF_WIDTH    (COEFF_WIDTH),
        .PHASES         (M_FACTOR),         
        .TAPS_PER_PHASE (M_TAPS_PER_PHASE), 
        .IS_DECIMATION  (1)                 
    ) u_downsampler (
        .clk        (clk),
        .rst_n      (rst_n),
        .valid_i    (s1_valid),  
        .data_i     (s1_data),
        .valid_o    (o_valid),
        .data_o     (o_data)
    );
endmodule
```

## flow/run.sh

```bash
#!/bin/bash
# OpenROAD 26Q1-2900-gdf79404cd8, Yosys 0.63+post, stock flow scripts
make -C /OpenROAD-flow-scripts/flow DESIGN_CONFIG=/design/flow/config.mk WORK_HOME=/design/flow/orfs finish
```

## flow/config.mk

```make
export PLATFORM = sky130hd
export DESIGN_NAME = polyphase_resampler
export DESIGN_NICKNAME = polyphase_resampler
export VERILOG_FILES = /design/flow/design.v
export SDC_FILE = /design/flow/constraint.sdc
export NUM_CORES = 4
export LEC_CHECK = 1
export CORE_UTILIZATION = 40
export SYNTH_HDL_FRONTEND = slang
```

## flow/constraint.sdc

```tcl
current_design polyphase_resampler

set clk_period 3.2
set clk_io_pct 0.2

create_clock -name clk0 -period $clk_period [get_ports {clk}]

set non_clock_inputs [all_inputs -no_clocks]
set_input_delay [expr $clk_period * $clk_io_pct] -clock clk0 $non_clock_inputs
set_output_delay [expr $clk_period * $clk_io_pct] -clock clk0 [all_outputs]
```

==> flow_summary.toml <==
# flow metrics
[power_and_ir_drop]
irDropWorstVdd_mv = 0.3116
leakage_uw = 0.001720
total_power_uw = 2744
power.density_nw_per_um2 = 643.6

[synth]
ys_types = 47
area_leaders = "dfrtp_1 (45%), nor2_1 (5.0%), xnor2_1 (4.3%), buf_4 (3.5%), a31oi_1 (3.2%)"
edf_count = 0
top_area_frac = 0.4502
syn_inst = 431
ys_chip_area_um2 = 3891
yosysWarnings = 0
yosysTopAreaCell = "dfrtp_1"
async_reset_ff_frac = 1.000
ys_seq_frac = 0.4569
synth-main-ff-cell = "dfrtp_1"
syn_area_um2 = 3891
syn_area_per_cell_um2 = 9.028
ys_cells = 431
ys_ff = 71

[setup_path]
crit_type = "flip-flop to flip-flop"
cp_cell_sequence = "or3_1, or3_1, or4_1, o21ai_2, buf_4, o21ba_2"
r2r_slack_ns = 0.58
worstPathRequired_ns = 3.44
cpMostUsedCell = "or3_1"
path_buffers = 1
crit_slowest_cell = "or4_1"
arrival_ns = 2.86
cp_max_fo = 12
max_stage_delay_ns = 0.62
crit_family = "simple AND/OR/NAND/NOR gates"
worstSetupEndpointType = "flip-flop"
crit_path_start_kind = "flip-flop"

[die]
fp-row-count = 35
die_h_um = 100.6
ios = 36
die_x_um = 100.6
initial_utilization = 0.4172
dieArea_um2 = 10130
core_um2 = 9328

[final_timing]
finalCritPeriodShare = 0.8194
rsz0062_at_grt = "no"
slew_violations = 0
max_freq_mhz = 381.4
setup_viol = 0
finalHoldViolations = 0
finalClockSkew_ns = 0.008071
relSlewSlack = 0.5752
tightest_slew_ns = 0.6314
setup_tns_ns = 0
finalCriticalPeriod_ns = 2.622
fin_ws_ns = 0.5780

[clock_tree]
clkLatencyLatePin_ns = 0.35
cts_root_buffer = "clkbuf_8"
post_cts_buffers = 0
cts_tree = "done"
clockBufferDepth = 2
numCtsBuffers = 9
ctsHoldBuffers = 0
h-tree-depth = 3
clk_pin_slew_ns = 0.08
post_cts_resized = 0
cts.sinks = 71

[placement]
place_ws_ns = 0.6052
gp_congestion = 0.8499
dp_hpwl_um = 5376
io_buffers = 3
numPlacedInstances = 553

[routing]
drt-met1-wl_um = 3892
remaining_drc_errors = 0
wl_met2_um = 3755
top_layer_used = "met4"
via_per_inst = 5.453
drtAntennaViolNets = 0
drt_pass1_iterations = 4
drt_iter0_markers = 114
diodes = 0
wire_per_inst_um = 14.18
wl_met3_um = 355
wirelength_um = 8067
vias = 3103

[final_layout]
instances_no_fill = 569
fin_util = 0.4571
mostFrequentLayoutCell = "dfrtp_1"
area_delta_synth_final_pct = 9.582
drive_gt1_frac = 0.08409
comb_area_um2 = 1927
nFillCells = 894
layout_top_cells = "dfrtp_1 (70), nor2_1 (52), nand2_1 (33)"
regArea_um2 = 1778

[global_routing]
antenna_found_initial = 0
grt_max_degree = 51
track_usage = 0.1783
grt_pass1_vias = 2913
gr-total-overflow = 0
grt_pass1_wl_um = 14040

[run]
warnings = 42
max-cap-violations = 0

[status]
outcome = "finished clean"

[min_path]
hp-class = "primary input to async pin"
-- cell usage after synthesis, types with 6 or more instances --
cell type  count
nand4_1       13
nand3_1       20
o21ai_0       14
nor2_1        52
nor3_1        17
a21oi_1       16
or4_1          9
xnor2_1       19
nor4_1        18
buf_4         18
dfrtp_1       70
a21o_1         6
nand2b_1       6
nand2_1       33
inv_1         13
a31oi_1       20
or3_1         11
xor2_1         7
clkbuf_1      14
-- cells by family (layout without fill, tap and decap cells) --
| kind of cell | after synthesis | count (layout) | share of synthesized area |
|---|---|---|---|
| DFF | 71 | 71 | 0.4569 |
| muxes | 2 | 2 | 0.005145 |
| xor gates and xnor gates | 26 | 26 | 0.05852 |
| and+or+nand+nor | 201 | 201 | 0.2717 |
| AOI/OAI and AO/OA | 80 | 80 | 0.1338 |
| adders and majority gates | 3 | 3 | 0.009647 |
| other | 1 | 16 | 0.0009637 |
| buffers and inverters | 47 | 41 | 0.06334 |
-- registers in the layout (all words and copies together) (netlist names) --
signal                       count
u_downsampler.active_cycle       1
u_upsampler.valid_o              1
u_downsampler.valid_o            1
u_upsampler.active_cycle         1
u_upsampler.state                3
u_upsampler.phase_counter       32
u_downsampler.phase_counter     32
-- metrics by stage --
| stage | area, µm² | hold WS, ns |
|---|---|---|
| 2_1_floorplan | 3948 | 0.3312 |
| 3_5_place_dp | 4033 | 0.3371 |
| 5_1_grt | 4264 | 0.2928 |
| 3_3_place_gp | 4033 | 0.3322 |
| 4_1_cts | 4264 | 0.2550 |
| 6_report | 4264 | 0.2576 |
-- routing by layer --
metal	vias up	global-route usage
met2	56	0.2798
met4	0	0.01672
met1	1502	0.2668
met3	6	0.04795
met5	-	0
li1	1539	-
-- worst paths after layout --
path                                                                  start                                     endpoint  cells past startpoint
worst max-delay path            u_downsampler.phase_counter[21]$_DFFE_PN0P_  u_downsampler.phase_counter[30]$_DFFE_PN0P_                      6
worst min-delay path                                                  rst_n  u_downsampler.phase_counter[25]$_DFFE_PN0P_                      1
worst max register to register  u_downsampler.phase_counter[21]$_DFFE_PN0P_  u_downsampler.phase_counter[30]$_DFFE_PN0P_                      6
worst min register to register               u_upsampler.state[2]$_DFF_PN0_               u_upsampler.state[1]$_DFF_PN0_                      0
max in group asynchronous                                             rst_n     u_upsampler.phase_counter[3]$_DFFE_PN0P_                      2
min in group clk0                            u_upsampler.state[2]$_DFF_PN0_               u_upsampler.state[1]$_DFF_PN0_                      0
-- area by class of cell --
cell class,instances,area share
clock buffers,12,0.03639
flip-flops and latches,71,0.4170
clock inverters,4,0.01790
repair buffers,12,0.02758
multi-input cells,328,0.4519
well taps,129,0.03785
inverters,13,0.01144
-- power breakdown --
| part | leakage [µW] | internal, µW | switching (µW) | total [µW] |
|---|---|---|---|---|
| Clock | 0.000113 | 485 | 341 | 825 |
| Sequential | 0.000940 | 1050 | 171 | 1220 |
| Combinational | 0.000667 | 269 | 425 | 694 |
Power figures rest on the tool's default switching activity, not on a simulated workload.
